**flow/config.mk**
```make
export PLATFORM = sky130hd
export DESIGN_NAME = read_pointer
export DESIGN_NICKNAME = read_pointer
export VERILOG_FILES = /design/flow/design.v
export SDC_FILE = /design/flow/constraint.sdc
export NUM_CORES = 4
export LEC_CHECK = 1
export CORE_AREA = 10 10 70 70
export DIE_AREA = 0 0 80 80
```
**flow/run.sh**
```bash
#!/bin/bash
# OpenROAD 26Q1-2900-gdf79404cd8, Yosys 0.63+post, stock flow scripts
make -C /OpenROAD-flow-scripts/flow DESIGN_CONFIG=/design/flow/config.mk WORK_HOME=/design/flow/orfs finish
```
**flow/design.v**
```verilog
module synchronizer #(parameter ADDR_WIDTH = 4) (
    input wire clk,
    input wire rst,
    input wire [ADDR_WIDTH:0] async_ptr,
    output reg [ADDR_WIDTH:0] sync_ptr
);
    reg [ADDR_WIDTH:0] sync_stage1;
    reg [ADDR_WIDTH:0] sync_stage2;
    always @(posedge clk or posedge rst) begin
        if (rst) begin
            sync_stage1 <= 0;
            sync_stage2 <= 0;
            sync_ptr <= 0;
        end else begin
            sync_stage1 <= async_ptr;
            sync_stage2 <= sync_stage1;
            sync_ptr <= sync_stage2;
        end
    end
endmodule
module write_pointer #(parameter ADDR_WIDTH = 4) (
    input wire clk,
    input wire rst,
    input wire wr_en,
    output reg [ADDR_WIDTH:0] wptr
);
    always @(posedge clk or posedge rst) begin
        if (rst) begin
            wptr <= 0;
        end else if (wr_en) begin
            wptr <= wptr + 1;
        end
    end
endmodule
module read_pointer #(parameter ADDR_WIDTH = 4) (
    input wire clk,
    input wire rst,
    input wire rd_en,
    output reg [ADDR_WIDTH:0] rptr
);
    always @(posedge clk or posedge rst) begin
        if (rst) begin
            rptr <= 0;
        end else if (rd_en) begin
            rptr <= rptr + 1;
        end
    end
endmodule
module fifo_memory #(parameter ADDR_WIDTH = 4, parameter DATA_WIDTH = 8) (
    input wire clk,
    input wire wr_en,
    input wire rd_en,
    input wire [DATA_WIDTH-1:0] wr_data,
    output reg [DATA_WIDTH-1:0] rd_data,
    input wire [ADDR_WIDTH-1:0] waddr,
    input wire [ADDR_WIDTH-1:0] raddr
);
    reg [DATA_WIDTH-1:0] mem [2**ADDR_WIDTH-1:0];
    always @(posedge clk) begin
        if (wr_en) begin
            mem[waddr] <= wr_data;   
        end
        if (rd_en) begin
            rd_data <= mem[raddr];   
        end
    end
endmodule
module async_fifo #(parameter ADDR_WIDTH = 4, DATA_WIDTH = 8) (
    input wr_clk,
    input rd_clk,
    input rst,
    input wr_en,
    input rd_en,
    input [DATA_WIDTH-1:0] wr_data,
    output reg [DATA_WIDTH-1:0] rd_data,
    output full,
    output empty
);
    reg [DATA_WIDTH-1:0] mem [0:(1<<ADDR_WIDTH)-1];  
    reg [ADDR_WIDTH:0] wr_ptr, rd_ptr;  
    reg [ADDR_WIDTH:0] wr_ptr_gray, rd_ptr_gray;  
    reg [ADDR_WIDTH:0] wr_ptr_gray_sync, rd_ptr_gray_sync;  
    wire [ADDR_WIDTH:0] wr_ptr_next, rd_ptr_next;  
    always @(posedge wr_clk or posedge rst) begin
        if (rst) begin
            wr_ptr <= 0;
            wr_ptr_gray <= 0;
        end else if (wr_en && !full) begin
            mem[wr_ptr[ADDR_WIDTH-1:0]] <= wr_data;
            wr_ptr <= wr_ptr_next;
            wr_ptr_gray <= wr_ptr_next ^ (wr_ptr_next >> 1);
        end
    end
    assign wr_ptr_next = wr_ptr + 1;
    always @(posedge rd_clk or posedge rst) begin
        if (rst) begin
            rd_ptr <= 0;
            rd_ptr_gray <= 0;
            rd_data <= 0;
        end else if (rd_en && !empty) begin
            rd_data <= mem[rd_ptr[ADDR_WIDTH-1:0]];
            rd_ptr <= rd_ptr_next;
            rd_ptr_gray <= rd_ptr_next ^ (rd_ptr_next >> 1);
        end
    end
    assign rd_ptr_next = rd_ptr + 1;
    always @(posedge rd_clk or posedge rst) begin
        if (rst) begin
            wr_ptr_gray_sync <= 0;
        end else begin
            wr_ptr_gray_sync <= wr_ptr_gray;
        end
    end
    always @(posedge wr_clk or posedge rst) begin
        if (rst) begin
            rd_ptr_gray_sync <= 0;
        end else begin
            rd_ptr_gray_sync <= rd_ptr_gray;
        end
    end
    function [ADDR_WIDTH:0] gray_to_bin;
        input [ADDR_WIDTH:0] gray;
        integer i;
        begin
            gray_to_bin[ADDR_WIDTH] = gray[ADDR_WIDTH];
            for (i = ADDR_WIDTH-1; i >= 0; i = i - 1) begin
                gray_to_bin[i] = gray[i] ^ gray_to_bin[i+1];
            end
        end
    endfunction
    wire [ADDR_WIDTH:0] wr_ptr_sync_bin = gray_to_bin(wr_ptr_gray_sync);
    wire [ADDR_WIDTH:0] rd_ptr_sync_bin = gray_to_bin(rd_ptr_gray_sync);
    assign full = (wr_ptr[ADDR_WIDTH] != rd_ptr_sync_bin[ADDR_WIDTH]) &&
                  (wr_ptr[ADDR_WIDTH-1:0] == rd_ptr_sync_bin[ADDR_WIDTH-1:0]);
    assign empty = (wr_ptr_gray_sync == rd_ptr_gray);
endmodule
```
**flow/constraint.sdc**
```tcl
current_design read_pointer

set clk_period 1.9
set clk_io_pct 0.2

create_clock -name clk0 -period $clk_period [get_ports {clk}]

set non_clock_inputs [all_inputs -no_clocks]
set_input_delay [expr $clk_period * $clk_io_pct] -clock clk0 $non_clock_inputs
set_output_delay [expr $clk_period * $clk_io_pct] -clock clk0 [all_outputs]
```
==> job_summary.md <==
## Implementation flow summary

| Metric | Value |
|---|---|
| PD cells | 1515 nW/µm² |
| Cell area after synthesis | 203.9 µm² |
| RR Startpoint | rptr[0]$_DFFE_PP0P_ |
| Post-synth top area share | 0.6135 |
| Most common cell in the synthesized netlist | dfrtp_1 |
| Worst-path clk slew | 0.04 ns |
| FF-to-FF setup slack | 0.79 ns |
| Max VDD drop | ~0.00030 V |
| Antenna Nets Post-Route | 0 |
| Max reg flops | 5 |
| Flip-flops with a built-in enable | 0 |
| Setup violators final | 0 |
| Drt pass-1 iters | 3 |
| Leak | 0.1324 nW |
| GRT overflow | 0 |
| Largest stage delay, worst path | 0.51 ns |
| HPWL Detailed | roughly 430 µm |
| DRC violations left | 0 |
| GRT Resource Usage Total | 0.01835 |
| Commonest cells in the netlist | 5 x dfrtp_1, 3 x xnor2_1, 2 x nand4_1 |
| Critical path peak fanout | 4 |
| Status | finished clean |
| FP Util | 0.05971 |
| Worst Reg-to-Reg Cells | 2 |
| Die Span X | 80 µm |
| Slew @ Worst Pin | approximately 0.21 ns |
| Vias in the first global route | 170 |
| Log Warnings | 25 |
| Nature of the critical path startpoint | flip-flop |
| RSZ-0062 raised after global routing | false |
| Antenna cells | 0 |
| Post-CTS Setup Repair Bufs | 0 |
| Max Fclk | 644.7 MHz |
| Top flop regs | rptr x5 |
| Buf/Inv on CP | 1 |
| CP required | about 1.5 ns |
| Crit Path Class | reg -> out |
| CTS tree | yes |
| FF-to-FF End | rptr[1]$_DFFE_PP0P_ |
| Yosys reg bits | 5 |
| Crit-path slowest cell | clkdlybuf4s50_1 |
| Fin. Hold Viols | 0 |
| I/O pins | 8 |
| GPL Wtd Cong | between 0.7 and 0.8 |
| Cts repair resizes | 0 |
| Post-DR wirelength/cell | ~7.4 µm |
| Root cell of the clock tree | clkbuf_4 |
| Routed WL | 536 µm |
| Seq share, synth | 0.6135 |
| # hold bufs at CTS | 0 |
| Place WS | 0.4569 ns |
| Final Skew | around 0.0013 ns |
| Ordered list of cells on the worst path | clkdlybuf4s50_1 |
| Cells after Synth | 15 |
| Die Area | 6400 µm² |
| Share of layout cells above drive strength 1 | 0.1538 |
| CP top delay family | buffers and inverters |
| Via/cell ratio | 2.167 |
| Synth Flop Type | dfrtp_1 |
| Vias | 156 |
| Slew Viols, Final | 0 |
| Number of buffers created by CTS | 3 |
| Initial DRC count | 7 |
| CORE AREA | 3416 µm² |
| Relative slew slack | 0.8576 |
| Synth area leaders | dfrtp_1 61%, xnor2_1 13%, ha_1 6.1% |
| Post-layout min period | around 1.6 ns |
| Mean Syn Cell Area | 13.60 µm² |
| Arrival time of the worst setup path | between 1 and 1.5 ns |
| H-Tree Depth | 1 |
| Die Height | 80 µm |
| Biggest register | rptr |
| Final worst path period share | 0.8164 |
| Largest net degree at the start of global routing | 6 |
| Worst Setup End Kind | primary output |
| Post-synth top area cell | dfrtp_1 |
| Hold Crit Class | in -> async |
| Yosys warning count | 1 |
| Setup WS post-layout | 0.3489 ns |
| Area delta synth->final | 75.46% |
| Library cells used by synthesis | 8 |
| Async set or reset register ratio after synthesis | 1.000 |
| Clock sinks | 5 |
| First-pass GRT wire length | 834 µm |
| Num rows | 21 |
| Clk ins delay skew pair | between 0.2 and 0.25 ns |
| Yosys stat chip area | about 200 µm² |
| Worst-case clock buffer depth | 2 |
| Max-cap violations | 0 |
| Yosys cell count | 15 |
| TNS Setup | 0 ns |
| Initial antenna violation count | 0 |
| Port Buffers | 7 |
[worst max-delay path by stage]
| stage | to | cells past startpoint | slack [ns] | from |
|---|---|---|---|---|
| CTS | rptr[0] | 1 | 0.34 | rptr[0]$_DFFE_PP0P_ |
| global route | rptr[0] | 1 | 0.29 | rptr[0]$_DFFE_PP0P_ |
| finish | rptr[0] | 1 | 0.35 | rptr[0]$_DFFE_PP0P_ |
[through the flow]
| stage | util | instances | cell area [µm²] | power (W) | hold slack [ns] |
|---|---|---|---|---|---|
| floorplan | - | 15 | 203.9 | 0.0002778 | 0.1585 |
| global placement | 0.09707 | 68 | 331.6 | 0.0004114 | 0.4617 |
| detailed placement | 0.09707 | 68 | 331.6 | 0.0004228 | 0.4832 |
| CTS | 0.1048 | 72 | 357.8 | 0.0005493 | 0.3371 |
| global route | 0.1048 | 72 | 357.8 | 0.0005821 | 0.3678 |
| finish | 0.1048 | 72 | 357.8 | 0.0005422 | 0.3371 |
[cells by family (layout without fill, tap and decap cells)]
family,count (synthesis),count (layout),share of synthesized area
buffers and inverters,1,12,0.01839
muxes,1,1,0.05521
adders and majority gates,1,1,0.06134
and+or+nand+nor,3,3,0.07973
xor gates and xnor gates,4,4,0.1718
DFF,5,5,0.6135
[area by class of cell]
type,count,area [µm²]
tap,46,57.56
multi-input combinational,9,75.07
sequential,5,125.1
clock buffer,4,26.28
inverter,1,3.754
fill,406,3058
timing repair buffer,7,70.07
[routing by layer]
layer | wire (µm) | part of all wire | global-route usage
met1 | 253 | 0.47 | 0.02011
met2 | 127 | 0.24 | 0.01525
met3 | 155 | 0.29 | 0.03295
met4 | 0 | 0 | 0.001761
met5 | 0 | 0 | 0
[cells in the final DEF, fill, tap and decap left out]
master / netlist / final
clkdlybuf4s50_1: 0 / 7
dfrtp_1: 5 / 5
xnor2_1: 3 / 3
clkbuf_4: 0 / 3
nand4_1: 2 / 2
nand2_1: 1 / 1
xor2_1: 1 / 1
inv_1: 1 / 1
mux2_2: 1 / 1
ha_1: 1 / 1
clkbuf_1: 0 / 1
[power breakdown]
part | internal [W] | leakage (nW) | switching [W] | total, W
logic | 0.000146 | 0.0584 | 0.0000461 | 0.000192
clock network | 0.0000794 | 0.0150 | 0.0000430 | 0.000122
registers | 0.000164 | 0.0590 | 0.0000640 | 0.000228
total | 0.000389 | 0.132 | 0.000153 | 0.000542
No activity file was given, so power comes from the tool's default toggle rates.
